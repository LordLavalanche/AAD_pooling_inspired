## design/flow/config.mk

```make
export PLATFORM = sky130hd
export DESIGN_NAME = top
export DESIGN_NICKNAME = top
export VERILOG_FILES = /design/flow/design.v
export SDC_FILE = /design/flow/constraint.sdc
export NUM_CORES = 4
export LEC_CHECK = 1
export CORE_AREA = 10 10 89 89
export DIE_AREA = 0 0 99 99
```

## design/flow/constraint.sdc

```tcl
current_design top

set clk_period 4.7
set clk_io_pct 0.2

create_clock -name clk0 -period $clk_period [get_ports {clk}]

set non_clock_inputs [all_inputs -no_clocks]
set_input_delay [expr $clk_period * $clk_io_pct] -clock clk0 $non_clock_inputs
set_output_delay [expr $clk_period * $clk_io_pct] -clock clk0 [all_outputs]
```

## design/flow/design.v

```verilog
`timescale 1ns / 1ps
module abs(input [7:0] a, output [7:0] b);
    assign b = (a[7] == 1'b1) ? (~a + 1) : a;
endmodule
module top(input [7:0] a, input [7:0] b, input clk, input rst, output reg [7:0] prev);
    wire [7:0] temp;
    wire [7:0] addin;
    wire [7:0] feed;
    kogge_stone k0(.x(a), .y(~b + 1), .cin(1'b0), .sum(temp), .cout());
    abs a0(.a(temp), .b(addin));
    kogge_stone k1(.x(addin), .y(prev), .cin(1'b0), .sum(feed), .cout());
    always @(posedge clk or posedge rst) begin
        if (rst)
            prev <= 8'd0;
        else
            prev <= feed;
    end
endmodule
module gray_cell(Gkj, Pik, Gik, G);
    input Gkj, Pik, Gik;
    output G;
    wire Y;
    and(Y, Gkj, Pik);
    or(G, Y, Gik);
endmodule
module black_cell(Gkj, Pik, Gik, Pkj, G, P);
    input Gkj, Pik, Gik, Pkj;
    output G, P;
    wire Y;
    and(Y, Gkj, Pik);
    or(G, Gik, Y);
    and(P, Pkj, Pik);
endmodule
module and_xor(a, b, p, g);
    input a, b;
    output p, g;
    xor(p, a, b);
    and(g, a, b);
endmodule
module kogge_stone(x, y, sum, cin, cout);
    input [7:0] y, x;
    output [7:0] sum;
    input cin;
    output cout;
    wire [7:0] G_Z, P_Z;
    wire [7:0] G_A, P_A;
    wire [7:0] G_B, P_B;
    wire [7:0] G_C, P_C;
    genvar i;
    generate
        for (i = 0; i < 8; i = i + 1) begin : gen0
            and_xor ax(x[i], y[i], P_Z[i], G_Z[i]);
        end
    endgenerate
    gray_cell gc0(cin, P_Z[0], G_Z[0], G_A[0]);
    black_cell bc1(G_Z[0], P_Z[1], G_Z[1], P_Z[0], G_A[1], P_A[1]);
    black_cell bc2(G_Z[1], P_Z[2], G_Z[2], P_Z[1], G_A[2], P_A[2]);
    black_cell bc3(G_Z[2], P_Z[3], G_Z[3], P_Z[2], G_A[3], P_A[3]);
    black_cell bc4(G_Z[3], P_Z[4], G_Z[4], P_Z[3], G_A[4], P_A[4]);
    black_cell bc5(G_Z[4], P_Z[5], G_Z[5], P_Z[4], G_A[5], P_A[5]);
    black_cell bc6(G_Z[5], P_Z[6], G_Z[6], P_Z[5], G_A[6], P_A[6]);
    black_cell bc7(G_Z[6], P_Z[7], G_Z[7], P_Z[6], G_A[7], P_A[7]);
    gray_cell gc1(cin, P_A[1], G_A[1], G_B[1]);
    gray_cell gc2(G_A[0], P_A[2], G_A[2], G_B[2]);
    black_cell bc3b(G_A[1], P_A[3], G_A[3], P_A[1], G_B[3], P_B[3]);
    black_cell bc4b(G_A[2], P_A[4], G_A[4], P_A[2], G_B[4], P_B[4]);
    black_cell bc5b(G_A[3], P_A[5], G_A[5], P_A[3], G_B[5], P_B[5]);
    black_cell bc6b(G_A[4], P_A[6], G_A[6], P_A[4], G_B[6], P_B[6]);
    black_cell bc7b(G_A[5], P_A[7], G_A[7], P_A[5], G_B[7], P_B[7]);
    gray_cell gc3(cin, P_B[3], G_B[3], G_C[3]);
    gray_cell gc4(G_A[0], P_B[4], G_B[4], G_C[4]);
    gray_cell gc5(G_B[1], P_B[5], G_B[5], G_C[5]);
    gray_cell gc6(G_B[2], P_B[6], G_B[6], G_C[6]);
    black_cell bc7c(G_B[3], P_B[7], G_B[7], P_B[3], G_C[7], P_C[7]);
    gray_cell gc7(cin, P_C[7], G_C[7], cout);
    xor(sum[0], cin, P_Z[0]);
    xor(sum[1], G_A[0], P_Z[1]);
    xor(sum[2], G_B[1], P_Z[2]);
    xor(sum[3], G_B[2], P_Z[3]);
    xor(sum[4], G_C[3], P_Z[4]);
    xor(sum[5], G_C[4], P_Z[5]);
    xor(sum[6], G_C[5], P_Z[6]);
    xor(sum[7], G_C[6], P_Z[7]);
endmodule
```

## design/flow/run.sh

```bash
#!/bin/bash
# OpenROAD 26Q1-2900-gdf79404cd8, Yosys 0.63+post, stock flow scripts
make -C /OpenROAD-flow-scripts/flow DESIGN_CONFIG=/design/flow/config.mk WORK_HOME=/design/flow/orfs finish
```

==> ds_physical_params.txt <==
Table: implementation figures

Parameter                              Value

Finish
  Register containing the most flip-flops in the final layout    prev
  Post-layout instance area    0.00157 mm^2
  Commonest Layout Cell    clkdlybuf4s50_1
  Most numerous logic cells after layout    clkdlybuf4s50_1, xnor2_1, ha_1, buf_4, inv_1
  Final cell count without fillers    about 240
  Layout area overhead    41.3%
  Largest registers in the final layout    prev x8
  Utilization after layout    26.2%
  Layout cell share with drive strength beyond 1    14.2%
  Number of flip-flops under the largest register name    8

Logic synthesis
  Share of the synthesized area in the top cell type    roughly 18%
  Most used flip-flop cell after synthesis    dfrtp_1
  Registers, synthesis    8
  Synthesized instance count    approximately 130
  Number of warnings reported in the yosys synthesis log    2
  Area reported by Yosys stat    ~0.0011 mm^2
  Number of unique standard cell types used by synthesis    34
  Register share after synthesis    18.0%
  Flip-flops with a built-in enable    0
  Count of instantiated cells in the yosys netlist    127
  Mean cell area of the mapped netlist    between 8 and 9 um^2
  Async S/R FF share, synth    around 100%
  Largest cells by area after synthesis    dfrtp_1, ha_1, xnor2_1
  Cell type with the largest total area after synthesis    dfrtp_1
  Synthesized cell area    approximately 0.0011 mm^2

Detailed routing
  DRC violation total after the first TritonRoute iteration    16
  Number of vias in the routed layout    roughly 950
  Wire per inst    around 10 um
  Number of search-and-repair iterations in the first detailed-routing pass    4
  Number of nets with antenna violations after routing    0
  Diodes inserted    0
  Remaining DRCs    0
  Vias per Instance    between 4 and 5
  Final wirelength    2.40 mm

Clock tree
  Number of clock sinks seen by CTS    8
  CTS Root Buffer Type    clkbuf_8
  Clk ins delay skew pair    about 0.22 ns
  H-tree lvl count    1
  CTS tree    done
  Total clock buffers created by CTS    3
  Clock transition at the registers of the reported paths    0.04 ns
  Number of buffers on the longest clock path    2

Power and ir drop
  Portion of total power attributed to combinational logic    slightly above 70%
  Net switching fraction of the power    35.6%
  Areal power density over the cells    512 mW/mm^2
  Portion of total power attributed to sequential cells    between 15 and 20%
  Peak supply drop    about 0.00035 V
  Share of power burned in the clock network    around a tenth
  P_int    slightly above 0.0005 W
  Static leakage    about 0.66 nW
  NetSw    about 0.00029 W

Setup path
  Required time at the worst-slack endpoint    4.81 ns
  Data arrival time of the critical path    about 4.6 ns
  Crit Path Class    in -> reg
  Kind of start point of the critical path    primary input
  Critical Path Sink Type    register
  Critical path peak fanout    6

Floorplan
  Chip Area    0.00980 mm^2
  Initial Utilization    a little under a fifth
  Floorplan die width    roughly 100 um
  Number of top-level design ports    26
  Area inside the core boundary    between 0.005 and 0.006 mm^2
  Row count    28
  Die height    99 um

Placement
  Standard cell area after detailed placement    0.00151 mm^2
  GPL Wtd Cong    around 0.83
  Cell Count Post-Placement    approximately 230
  Number of buffer cells added on primary ports    25
  Final HPWL from detailed placement    ~2.2 mm

Min path
  Path category of the worst min-delay check    reg -> reg

Outcome
  Run status    finished clean

Job
  OpenROAD warning count    25
  Number of max-cap violations    0

Timing
  Post-route fraction of the period consumed by the critical path    between 90% and 100%
  Min Tclk post-route    approximately 4.5 ns
  Worst slew margin    ~68%
  Hold Vio Cnt, Final    0
  Number of max-slew violations in the final report    0
  Worst clock skew on the final layout    approximately 0.0014 ns
  RSZ-0062 raised after global routing    no
  Final setup violation count    0
  Measured slew at the worst slew-check pin    between 0.4 and 0.5 ns
  Maximum clock rate    ~0.22 GHz

GRT
  Maximum number of pins on one net before global-route repair    9
  Total grt overflow    0
  Number of global-route vias before repair    980
  Number of antenna violations at the first check in global routing    0
  Total GRT Usage    between 5 and 6%
  Global-route wire length before repair    4.28 mm
[metrics by stage]
stage | hold WS (ns) | setup TNS, ns | worst slack, ns | total power (W)
after floorplan | 0.480 | 0 | 0.458 | 0.000549
after global placement | 0.500 | 0 | 0.0231 | 0.000723
after detailed placement | 0.498 | -0.0120 | -0.0119 | 0.000722
after CTS | 0.513 | 0 | 0.212 | 0.000809
after global routing | 0.526 | 0 | 0.000644 | 0.000889
final | 0.503 | 0 | 0.229 | 0.000804
[power by group through the flow]
stage	Combinational, W	Sequential (W)	Clock (W)
4_1_cts	0.000585	0.000142	0.0000828
5_1_grt	0.000655	0.000146	0.0000881
6_report	0.000584	0.000140	0.0000808
[synth_stat cells, drive strengths merged, types with 5 or more instances]
master  instances
ha             16
nand2           5
a21oi           8
inv            11
buf             9
dfrtp           8
o21ai           5
xnor2          18
[layer usage]
metal | share of wire [%] | global-route usage, % | vias to the layer above
met5 | 0 | 0 | -
li1 | - | - | 518
met2 | 40 | 7.41 | 23
met3 | 9.0 | 2.04 | 2
met1 | 51 | 6.97 | 410
met4 | 0.17 | 0.441 | 0
[final timing paths]
kind | start | endpoint | slack, ns | cells after the start
min in group asynchronous | rst | prev[4] | 0.97 | 2
max | b[0] | prev[7] | 0.23 | 15
min reg2reg | prev[0] | prev[0] | 0.50 | 1
max in group asynchronous | rst | prev[3] | 3.50 | 2
max reg2reg | prev[0] | prev[6] | 2.84 | 7
min | prev[0] | prev[0] | 0.50 | 1
[final cells by class]
cell class | count | area, um^2
Clock buffer | 3 | 41.3
Tap cell | 75 | 93.8
Inverter | 11 | 41.3
Sequential cell | 8 | 200
Multi-Input combinational cell | 99 | 825
Timing Repair Buffer | 41 | 370
Fill cell | 636 | 4420
[cells by family after synthesis]
logic type                 count (synthesis)  synth area share, %
adders and majority gates                 18                 21.6
xor gates and xnor gates                  22                 17.3
DFF                                        8                 18.0
buffers and inverters                     20                 9.56
and+or+nand+nor                           28                 13.8
AOI/OAI and AO/OA                         31                 19.7
[timing repair]
| item | in CTS | in global routing |
|---|---|---|
| gates resized | 0 | 3 |
| endpoints found under the setup margin | 0 | 3 |
| hold buffers | 0 | 0 |
| hold endpoints to repair | 0 | 0 |
| buffers inserted | 0 | 0 |
[worst max-delay path: stages]
cell and delay, ns:
clkdlybuf4s50_1 0.49, nor3_1 0.21, nor3b_1 0.26, xnor2_1 0.15, ha_1 0.29, or3b_1 0.18
o221ai_1 0.10, or3b_4 0.41, o41ai_2 0.37, xor2_1 0.15, ha_1 0.22, or4_1 0.40
o22ai_1 0.17, xnor2_1 0.16, xnor2_1 0.09
Power figures rest on the tool's default switching activity, not on a simulated workload.
